### /design/flow/design.v
module UART_Tx (input clock, input i_data_avail, input[7:0] i_data_byte, output reg o_tx);
	localparam 	CLKS_PER_BIT = 5208;
	localparam IDLE_STATE = 0;
	localparam START_STATE = 1;
	localparam SEND_BIT_STATE = 2; 
	localparam STOP_STATE = 3;
	reg[1:0] state = 0;
	reg[15:0] counter = 0;
	reg[2:0] bit_index = 0;
	reg[7:0] data_byte = 0;
	always@(posedge clock)
	begin 
		case(state)
			IDLE_STATE: begin
				o_tx <= 1;
				counter <= 0;
				bit_index <= 0;
				if (i_data_avail == 1) begin 
					data_byte <= i_data_byte;
					state <= START_STATE;
				end
				else begin 
					state <= IDLE_STATE;
				end
			end
			START_STATE: begin 
				o_tx <= 0;
				if (counter < CLKS_PER_BIT - 1) begin 
					counter <= counter + 1;
					state <= START_STATE;
				end
				else begin 
					counter <= 0;
					state <= SEND_BIT_STATE;
				end
			end
			SEND_BIT_STATE: begin 
				o_tx <= data_byte[bit_index];
				if (counter < CLKS_PER_BIT - 1) begin 
					counter <= counter + 1;
					state <= SEND_BIT_STATE;
				end
				else begin 
					counter <= 0;
					if (bit_index < 7) begin 
						bit_index <= bit_index + 1;
						state <= SEND_BIT_STATE;
					end
					else begin 
						bit_index <= 0;
						state <= STOP_STATE;
					end
				end
			end
			STOP_STATE:
			begin 
				o_tx <= 1;
				if (counter < CLKS_PER_BIT - 1) begin 
					counter <= counter + 1;
					state <= STOP_STATE;
				end
				else begin 
					state <= IDLE_STATE;
				end
			end
		endcase
	end
endmodule 
### /design/flow/run.sh
#!/bin/bash
# OpenROAD 26Q1-2900-gdf79404cd8, Yosys 0.63+post, stock flow scripts
make -C /OpenROAD-flow-scripts/flow DESIGN_CONFIG=/design/flow/config.mk WORK_HOME=/design/flow/orfs finish
### /design/flow/config.mk
export PLATFORM = sky130hd
export DESIGN_NAME = UART_Tx
export DESIGN_NICKNAME = UART_Tx
export VERILOG_FILES = /design/flow/design.v
export SDC_FILE = /design/flow/constraint.sdc
export NUM_CORES = 4
export LEC_CHECK = 1
export CORE_UTILIZATION = 30
### /design/flow/constraint.sdc
current_design UART_Tx

set clk_period 4.2
set clk_io_pct 0.2

create_clock -name clk0 -period $clk_period [get_ports {clock}]

set non_clock_inputs [all_inputs -no_clocks]
set_input_delay [expr $clk_period * $clk_io_pct] -clock clk0 $non_clock_inputs
set_output_delay [expr $clk_period * $clk_io_pct] -clock clk0 [all_outputs]
==> impl_metrics.env <==
# implementation run metrics
export IMPL_hold_path_end="counter[0]"
export IMPL_grtUsageTotal_pct=11.7
export IMPL_crit_arrival_ns=2.47
export IMPL_grt_first_pass_wirelength_um=5380
export IMPL_n_antenna_cell=0
export IMPL_pwr_share_seq_pct=48.5
export IMPL_firstDrtPassIters=4
export IMPL_ys_flops=30
export IMPL_synth_distinct_cells=39
export IMPL_syn_area_per_cell_um2=11.8
export IMPL_cts_resized=0
export IMPL_start_kind="flop"
export IMPL_core_area_um2=5270
export IMPL_cp_max_fo=16
export IMPL_antenna_found_initial=0
export IMPL_io_buffers=10
export IMPL_grt_max_degree=17
export IMPL_ios=11
export IMPL_ys_chip_area_um2=1690
export IMPL_rows=26
export IMPL_required_ns=4.19
export IMPL_h_tree_depth=2
export IMPL_hold_violations=0
export IMPL_cts_root_buf="clkbuf_8"
export IMPL_drive_above_1_share_pct=15.6
export IMPL_critPathSlowestCell="a2111o_1"
export IMPL_period_used_pct=59.1
export IMPL_syn_inst=143
export IMPL_power_share_clock_pct=32.9
export IMPL_p_leak_uw=0.000666
export IMPL_endpoint_kind="flop"
export IMPL_lay_top_cells="edfxtp_1, nand2_1, a21oi_2, clkdlybuf4s50_1, a21oi_1"
export IMPL_grt_pass1_vias=1126
export IMPL_period_needed_ns=2.48
export IMPL_synth_stat_cells=143
export IMPL_fp_dieW_um=77.1
export IMPL_holdPathStages=1
export IMPL_fp_util_pct=32.1
export IMPL_cellPowerDensity_nw_per_um2=432
export IMPL_grt_setup_unrepaired="no"
export IMPL_r2r_cells=5
export IMPL_crit_chain="ha_1 > a21oi_1 > o21ai_0 > a2111o_1 > a22oi_1"
export IMPL_hold_path_startpoint="counter[0]"
export IMPL_drc=0
export IMPL_wirelength_um=2960
export IMPL_drtIter0Drc=71
export IMPL_switchingPower_uw=223
export IMPL_cap_violations=0
export IMPL_r2r_end="counter[13]"
export IMPL_switching_share_pct=26.5
export IMPL_cellInternalPower_uw=620
export IMPL_setup_viol=0
export IMPL_warning_count=29
export IMPL_ant_nets=0
export IMPL_status="complete, no violations"
export IMPL_dieArea_um2=5940
export IMPL_ir_drop_v=0.000239
export IMPL_slew_limit_headroom_pct=45.5
export IMPL_fmax_ghz=0.403
export IMPL_cts_sinks=30
export IMPL_synth_area_um2=1690
export IMPL_clock_path_buffers=2
export IMPL_numCtsBuffers=5
export IMPL_finClkSkew_ns=0.00306
export IMPL_placed_area_um2=1840
export IMPL_final_max_slew_viol_count=0
export IMPL_grt_ovfl_total=0
export IMPL_hold_buffers=0
export IMPL_cts_tree="done"
export IMPL_reg2reg_slack_ns=1.72
export IMPL_fp_dieH_um=77.1
export IMPL_min_path_type="reg -> reg"
export IMPL_dp_hpwl_um=1990
export IMPL_cts_setup_buffers=0
export IMPL_r2r_start="counter[0]"
export IMPL_yosys_warnings=1
export IMPL_postLayoutCellArea_um2=1950
export IMPL_path_clk_slew_ns=0.06
export IMPL_p_comb_share_pct=18.6
export IMPL_vias=1121
export IMPL_worstSetupPathType="reg -> reg"
export IMPL_ys_seq_share_pct=51.5
export IMPL_final_setup_tns_ns=0
export IMPL_syn2layout_area_growth_pct=15.5
export IMPL_crit_start="counter[0]"
export IMPL_via_per_inst=5.00
export IMPL_final_cell_count_no_fill=224
export IMPL_lay_top_count="edfxtp_1"
export IMPL_max_stage_delay_ns=0.74
export IMPL_tightest_slew_ns=0.817
export IMPL_wl_per_cell_um=13.2
export IMPL_clock_latency_ns=0.28
export IMPL_dp_cells=216
export IMPL_gp_congestion=0.908
-- worst max-delay path, delay by kind of cell, from the launching register on --
| family | cells | cell delay (ns) |
|---|---|---|
| compound gates | 4 | 1.54 |
| flops | 1 | 0.40 |
| fa+ha+maj | 1 | 0.25 |
-- final cells by class --
| type | instances | area (um2) |
|---|---|---|
| Fill cell | 505 | 3320 |
| Sequential cell | 30 | 871 |
| Multi-Input combinational cell | 101 | 767 |
| Timing Repair Buffer | 10 | 100 |
| Tap cell | 70 | 87.6 |
| Clock buffer | 5 | 68.8 |
| Clock inverter | 3 | 40.0 |
| Inverter | 5 | 18.8 |
-- state kept, by name (all words and copies together) (netlist names) --
register,cells
counter,16
o_tx,1
bit_index,3
state,2
data_byte,8
-- power by group through the flow --
| stage | Clock, uW | Combinational [uW] | Sequential (uW) |
|---|---|---|---|
| after CTS | 286 | 159 | 410 |
| final | 278 | 157 | 409 |
| after global routing | 305 | 181 | 416 |
-- Yosys cell counts (all sizes together) --
cell type | count | share of area [%]
and3 | 5 | 1.8
a21oi | 18 | 7.5
clkbuf | 5 | 1.1
inv | 5 | 1.1
nor2b | 1 | 0.37
ha | 7 | 5.2
o21ai | 3 | 0.89
nor3 | 2 | 0.59
a21boi | 1 | 0.44
o211ai | 1 | 0.44
and2 | 2 | 0.74
or4 | 1 | 0.44
nand2b | 1 | 0.37
a2111o | 1 | 0.67
xor2 | 6 | 3.1
a22oi | 3 | 1.3
nand3 | 5 | 1.5
a31oi | 1 | 0.37
a211o | 1 | 0.52
a2111oi | 4 | 3.2
edfxtp | 27 | 48
o31ai | 1 | 0.44
or3 | 2 | 0.74
mux2i | 1 | 0.59
a41o | 1 | 0.59
mux2 | 1 | 0.67
or2 | 1 | 0.37
mux4 | 2 | 2.7
dfxtp | 3 | 3.6
nor2 | 4 | 0.89
nor4 | 1 | 0.74
and4 | 1 | 0.52
nand4 | 7 | 2.6
nand2 | 11 | 2.4
buf | 2 | 0.96
xnor2 | 5 | 2.6
-- through the flow --
| step | power (uW) | worst slack, ns | util [%] | hold WS [ns] |
|---|---|---|---|---|
| 2_1_floorplan | 530 | 2.20 | - | 0.577 |
| 3_3_place_gp | 568 | 1.96 | 35.0 | 0.587 |
| 3_5_place_dp | 574 | 1.75 | 35.0 | 0.599 |
| 4_1_cts | 855 | 1.76 | 37.1 | 0.607 |
| 5_1_grt | 902 | 1.62 | 37.1 | 0.640 |
| 6_report | 844 | 1.72 | 37.1 | 0.606 |
-- worst max path at each step --
stage | end | slack (ns) | cells after the start
CTS | counter[13] | 1.76 | 5
global route | counter[7] | 1.62 | 5
finish | counter[13] | 1.72 | 5
-- cell families after synthesis --
kind of cell    Yosys count  synth area share (%)
fa+ha+maj                 7                  5.18
simple gates             44                  14.1
compound gates           35                  16.4
mux                       4                  3.92
flops                    30                  51.5
buf+inv                  12                  3.18
xor+xnor                 11                  5.70
-- per-layer routing --
layer	up-vias	track usage [%]	wire, um	share of wire (%)
met4	0	1.32	13	0.44
met3	2	4.84	201	6.8
met1	519	18.6	1530	52
met2	31	15.8	1220	41
met5	-	0	0	0
li1	569	-	-	-
No activity file was given, so power comes from the tool's default toggle rates.
