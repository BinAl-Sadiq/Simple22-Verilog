**./run.sh**
```bash
#!/bin/bash
# OpenROAD 26Q1-2900-gdf79404cd8, Yosys 0.63+post, stock flow scripts
make -C /OpenROAD-flow-scripts/flow DESIGN_CONFIG=/design/flow/config.mk WORK_HOME=/design/flow/orfs finish
```
**./config.mk**
```make
export PLATFORM = sky130hd
export DESIGN_NAME = UART_Rx
export DESIGN_NICKNAME = UART_Rx
export VERILOG_FILES = /design/flow/design.v
export SDC_FILE = /design/flow/constraint.sdc
export NUM_CORES = 4
export LEC_CHECK = 1
export CORE_AREA = 10 10 105 105
export DIE_AREA = 0 0 115 115
```
**./constraint.sdc**
```tcl
current_design UART_Rx

set clk_period 2.4
set clk_io_pct 0.2

create_clock -name clk0 -period $clk_period [get_ports {clock}]

set non_clock_inputs [all_inputs -no_clocks]
set_input_delay [expr $clk_period * $clk_io_pct] -clock clk0 $non_clock_inputs
set_output_delay [expr $clk_period * $clk_io_pct] -clock clk0 [all_outputs]
```
**./design.v**
```verilog
module UART_Rx (input clock, input i_rx, output o_data_avail, output[7:0] o_data_byte);
	localparam 	CLKS_PER_BIT = 5208;
	localparam IDLE_STATE = 0;
	localparam START_STATE = 1;
	localparam GET_BIT_STATE = 2; 
	localparam STOP_STATE = 3;
	reg rx_buffer = 1'b1;
	reg rx = 1'b1;
	reg[1:0] state = 0;
	reg[15:0] counter = 0;
	reg[2:0] bit_index = 0;
	reg data_avail = 0;
	reg[7:0] data_byte = 0;
	assign o_data_avail = data_avail;
	assign o_data_byte = data_byte;
	always@(posedge clock) begin 
		rx_buffer <= i_rx;
		rx <= rx_buffer;
	end
	always@(posedge clock) begin 
		case(state)
			IDLE_STATE: begin 
				data_avail <= 0;
				counter <= 0;
				bit_index <= 0;
				if (rx == 0) state <= START_STATE;
				else state <= IDLE_STATE;
			end
			START_STATE: begin 
				if (counter == (CLKS_PER_BIT - 1) / 2) begin 
					if (rx == 0) begin 
						counter <= 0;
						state <= GET_BIT_STATE;
					end 
					else state <= IDLE_STATE;
				end
				else begin 
					counter <= counter + 1;
					state <= START_STATE;
				end
			end
			GET_BIT_STATE: begin 
				if (counter < CLKS_PER_BIT - 1) begin 
					counter <= counter + 1;
					state <= GET_BIT_STATE;
				end
				else begin 
					counter <= 0;
					data_byte[bit_index] <= rx;
					if (bit_index < 7) begin 
						bit_index <= bit_index + 1;
						state <= GET_BIT_STATE;
					end
					else begin 
						bit_index <= 0;
						state <= STOP_STATE;
					end
				end
			end
			STOP_STATE: begin 
				if (counter < CLKS_PER_BIT - 1) begin 
					counter <= counter + 1;
					state <= STOP_STATE;
				end
				else begin 
					data_avail <= 1;
					counter <= 0;
					state <= IDLE_STATE;
				end
			end
			default:
				state <= IDLE_STATE;
		endcase
	end
endmodule 
```
==> flow_summary.toml <==
# implementation run metrics
[worst_setup_path]
critPathLaunchType = "flip-flop"
reg2regPathDepth = 4
cp.required_ns = 2.53
path_max_fanout = 7
r2r_end = "counter[15]"
endpoint = "counter[15]"
end_kind = "flip-flop"
crit_start = "counter[6]"
arrival_ns = 2.16
reg2reg_from = "counter[6]"
reg2reg_slack_ns = 0.36
path_class = "reg -> reg"

[logic_synthesis]
synthCells = 175
ff_type = "edfxtp_1"
synthDistinctLibCells = 41
ys.warnings.count = 1
edf_count = 28
syn_avg_cell_area_sq_um = 10.2
syn-cell-area_sq_mm = 0.00179
synthArstFlopShare_pct = 0
top_cell_area_share_pct = 47.1
ys_ff = 32
ys_cells = 175
topCellsByArea = "edfxtp_1 47%, a21oi_1 5.0%, xnor2_1 4.9%, dfxtp_1 4.5%, ha_1 4.2%"
ys_area_sq_mm = 0.00179
synth_seq_share_pct = 51.5
top_area_cell = "edfxtp_1"

[grt]
grt_pass1_wl_um = 5910
grt.total_usage_pct = 5.32
antenna_found_initial = 0
met3_usage_pct = 2.32
met2_usage_pct = 7.73
grt_pass1_vias = 1269
met1_usage_pct = 7.44
grt_overflow = 0
grt_start_max_net_pins = 12
busiest_layer = "met2"

[clock_tree]
cts_sinks = 32
root_buffer = "clkbuf_8"
cts_buffers = 5
cts_hold_buf = 0
clock.latency.late_pin_ns = 0.29
ctsResizeCount = 0
post_cts_buffers = 0
cts_max_level = 2
cts_tree = "built"
clk_path_buf_depth = 2
clkSlewWorstSetupHoldPaths_ns = 0.07

[final_timing]
rsz0062_at_grt = "false"
period_used_pct = 84.8
worstMarginPinSlew_ns = 0.471
finalSetupTns_ns = 0
fin_crit_ns = 2.04
final-hold-violation-count = 0
setup_ws_ns = 0.364
slew_headroom_pct = 68.3
clock.fmax_mhz = 491
maxSlewViolCount = 0
clock_skew_ns = 0.00943
setup_viol = 0

[cells_and_area]
drive_above_1_share_pct = 12.6
syn2layout_area_growth_pct = 20.4
lay_top_cells = "28 x edfxtp_1, 19 x nand2_1, 18 x a21oi_1"
final_common_cell = "edfxtp_1"

[routing]
routed_wl_um = 3460
antenna_left = 0
drc = 0
antenna_cells = 0
via_per_inst = 4.48
dr.pass1.iters = 4
first_iter_violations = 90
wl_per_cell_um = 11.6
vias = 1339

[flow_run]
drv_cap = 0
warnings = 29

[hold_path]
hold_path.class = "reg -> reg"

[power_and_ir_drop]
power_density_mw_per_mm2 = 520
vdd_ir_drop_max_uv = 285
leakagePower_nw = 0.759

[floorplan]
die_h_um = 115
io_pins = 11
initial_core_util_pct = 20.4
core.rowCount = 34
core_area_sq_mm = 0.00876
die_area_sq_mm = 0.0132
dieWidth_um = 115

[placed_design]
dp_hpwl_um = 2430
dp_slack_ns = 0.405
gp_congestion = 0.851
portBuffers = 10

[outcome]
status = "completed"
critical path, cell delays in order, from the launching register on:
cell and delay [ns]:
edfxtp_1 0.49, nand4_2 0.18, or4_4 0.58, or4_1 0.47
a22oi_1 0.17
sequential cells by signal, indices dropped and copies added, names as in the netlist:
| signal | cells |
|---|---|
| data_avail | 1 |
| rx_buffer | 1 |
| data_byte | 8 |
| rx | 1 |
| bit_index | 3 |
| counter | 16 |
| state | 2 |
logic make-up after synthesis:
| kind of cell | synth area share [%] |
|---|---|
| AND-OR/OR-AND | 12.6 |
| AND/OR/NAND/NOR | 20.2 |
| XOR/XNOR | 6.37 |
| buffers and inverters | 3.85 |
| multiplexers | 1.26 |
| flip-flops | 51.5 |
| adder cells (fa/ha/maj) | 4.20 |
power by group:
group / total (mW) / switching [mW] / internal, mW
logic: 0.00269 / 0.000754 / 0.00193
clock network: 0.517 / 0.210 / 0.307
registers: 0.600 / 0.00212 / 0.598
worst min-delay path by stage:
stage,startpoint,to,depth (start not counted)
final,rx_buffer,rx,0
after global routing,rx_buffer,rx,0
after CTS,rx_buffer,rx,0
routing by layer:
layer / wire [um] / share of wire [%]
met1: 1700 / 49
met2: 1480 / 43
met3: 268 / 7.7
met4: 18 / 0.52
met5: 0 / 0
cell usage after synthesis, drive strengths merged, types with 2 or more instances:
cell,instances
or4,2
nor4,5
o21ai,8
nand3,9
inv,9
xor2,3
ha,6
edfxtp,28
a21oi,18
a22oi,3
nor3b,2
or3,2
nand4,4
mux2,2
nor2,9
dfxtp,4
nor3,4
a22o,2
clkbuf,8
nand2,19
and4,2
xnor2,10
area by class of cell:
| type | instances | area [sq um] |
|---|---|---|
| Fill cell | 910 | 6610 |
| Clock inverter | 3 | 42.5 |
| Clock buffer | 5 | 68.8 |
| Inverter | 9 | 33.8 |
| Sequential cell | 32 | 921 |
| Multi-Input combinational cell | 125 | 797 |
| Timing Repair Buffer | 17 | 153 |
| Tap cell | 108 | 135 |
metrics by stage:
step	cell area (sq um)	power [mW]	utilization, %	std cells	hold slack [ns]
final	2150	1.12	24.5	299	0.330
after CTS	2150	1.14	24.5	299	0.334
after global placement	2040	0.615	23.3	291	0.311
after global routing	2150	1.18	24.5	299	0.339
after detailed placement	2040	0.615	23.3	291	0.315
after floorplan	1790	0.612	-	175	0.310
Power and IR drop assume default switching activity.
